==> ./design.v <==
package Config;
  parameter int SCRATCHPAD_DEPTH = 2 ** 7;
  parameter int BIAS = 0;
  parameter A_BITWIDTH = 8;
  parameter W_BITWIDTH = 8;
  parameter P_BITWIDTH = 24;
  parameter SMALL_SYS_ROWS = 8;
  parameter SMALL_SYS_COLS = 8;
  parameter CORE_ROWS = 2;
  parameter CORE_COLS = 2;
  parameter int SUPER_SYS_ROWS = CORE_ROWS * SMALL_SYS_ROWS;
  parameter int SUPER_SYS_COLS = SMALL_SYS_COLS * CORE_COLS;
  typedef struct packed {
    logic en, rdwr;
    logic [3:0] mask;
    logic [3:0][7:0] rd_data;
    logic [3:0][7:0] wr_data;
    logic [31:0] addr;
  } dbus_interface;
endpackage : Config
interface interface_dbus;
  logic en, rdwr;
  logic [3:0] mask;
  logic [3:0][7:0] rd_data;
  logic [3:0][7:0] wr_data;
  logic [31:0] addr;
  modport slave(input en, rdwr, mask, wr_data, addr, output rd_data);
  modport master(output en, rdwr, mask, wr_data, addr, input rd_data);
endinterface
module CSR_reg (
    input clk,
    input rst,
    reg_wr,
    reg_r,
    input logic [31:0] PC,
    input logic [11:0] addr,
    input logic [3:0] interrupt,
    input logic [31:0] wdata_csr,
    input logic is_mret,
    output logic [31:0] rdata,
    epc,
    output logic epc_taken
);
  logic mie_wr_flag, interupt_taken, mstatus_wr_flag, mtvec_wr_flag, timer_inter, external_inter;
  logic [31:0] mepc_q, mie_q, mstatus_q, mtvec_q, mcause_q, mip_q, mcause_d, mip_d, ISR_addr;
  assign timer_inter_occur = mie_q[7] & mip_q[7];
  localparam mepc_addr = 12'h341;
  localparam mcause_addr = 12'h342;
  localparam mip_addr = 12'h344;
  localparam mtvec_addr = 12'h305;
  localparam mie_addr = 12'h304;
  localparam mstatus_addr = 12'h300;
  assign timer_inter = mip_q[7] & mie_q[7];
  assign external_inter = mip_q[11] & mie_q[11];
  assign interupt_taken = (timer_inter | external_inter) & mstatus_q[3];
  assign epc_taken = is_mret | interupt_taken;
  assign ISR_addr = mtvec_q[0] ? {mtvec_q[31:2], 2'b00} : {mtvec_q[31:2], 2'b00} + {mcause_q[29:0], 2'b00};
  assign epc = is_mret ? mepc_q : ISR_addr;
  always_ff @(posedge clk) begin
    if (rst) mepc_q <= '0;
    else if (interupt_taken) mepc_q <= PC;
  end
  always_ff @(posedge clk) begin
    if (rst) mie_q <= '0;
    else if (mie_wr_flag) mie_q <= wdata_csr;
  end
  always_ff @(posedge clk) begin
    if (rst) mstatus_q <= '0;
    else if (mstatus_wr_flag) mstatus_q <= wdata_csr;
  end
  always_ff @(posedge clk) begin
    if (rst) mtvec_q <= '0;
    else if (mtvec_wr_flag) mtvec_q <= wdata_csr;
  end
  always_ff @(posedge clk) begin
    if (rst) mcause_q <= '0;
    else mcause_q <= mcause_d;
  end
  always_ff @(posedge clk) begin
    if (rst) mip_q <= '0;
    else if (interupt_taken) mip_q <= '0;
    else mip_q <= mip_d;
  end
  always_comb begin
    case (interrupt)
      4'd1: begin
        mip_d = 32'h80;
        mcause_d = 32'd7;
      end
      4'd2: begin
        mip_d = 32'h800;
        mcause_d = 32'd11;
      end
      default: begin
        mcause_d = '0;
        mip_d = '0;
      end
    endcase
  end
  always_comb begin
    rdata = '0;
    if (reg_r) begin
      case (addr)
        mip_addr: begin
          rdata = mip_q;
        end
        mie_addr: begin
          rdata = mie_q;
        end
        mstatus_addr: begin
          rdata = mstatus_q;
        end
        mcause_addr: begin
          rdata = mcause_q;
        end
        mtvec_addr: begin
          rdata = mtvec_q;
        end
        mepc_addr: begin
          rdata = mepc_q;
        end
        default: rdata = '0;
      endcase
    end
  end
  always_comb begin
    mie_wr_flag = 1'b0;
    mstatus_wr_flag = 1'b0;
    mtvec_wr_flag = 1'b0;
    if (reg_wr) begin
      case (addr)
        mie_addr: begin
          mie_wr_flag = 1'b1;
        end
        mstatus_addr: begin
          mstatus_wr_flag = 1'b1;
        end
        mtvec_addr: begin
          mtvec_wr_flag = 1'b1;
        end
      endcase
    end
  end
endmodule
module wb_stage (
    input logic clk,
    rst,
    mem_wr,
    mem_read,
    csr_reg_wr,
    csr_reg_r,
    is_mret,
    input logic [31:0] ALU_o,
    input logic [1:0] wb_sel,
    input logic [31:0] PC,
    mem_wr_data,
    instruction,
    rdata1,
    input logic [3:0] interrupt,
    output logic [31:0] wb_data,
    epc,
    output logic epc_taken,
    output logic system_bus_en,
    system_bus_rdwr,
    input logic [31:0] system_bus_rd_data,
    output logic [31:0] system_bus_wr_data,
    system_bus_addr,
    output logic [3:0] system_bus_mask
);
  logic [31:0] data_to_load, csr_read_data;
  logic [ 2:0] func3;
  logic [ 1:0] mem_col;
  logic [11:0] csr_addr;
  localparam I_type = 5'b00100;
  localparam Load_type = 5'b00000;
  localparam B_type = 5'b11000;
  localparam S_type = 5'b01000;
  localparam J_type = 5'b11011;
  localparam Jalr_type = 5'b11001;
  localparam lui_type = 5'b01101;
  localparam auipc_type = 5'b00101;
  assign func3 = instruction[14:12];
  assign mem_col = ALU_o[1:0];
  assign csr_addr = instruction[31:20];
  always_comb begin
    case (wb_sel)
      2'b00:   wb_data = PC + 4;
      2'b01:   wb_data = ALU_o;
      2'b10:   wb_data = data_to_load;
      2'b11:   wb_data = csr_read_data;
      default: wb_data = 'x;
    endcase
  end
  LS_controller LS_controller_instance (
      .func3(func3),
      .addr(mem_col),
      .rdata2(mem_wr_data),
      .wdata_mem(system_bus_wr_data),
      .mask(system_bus_mask),
      .system_bus_rd_data(system_bus_rd_data),
      .data_to_load(data_to_load)
  );
  assign system_bus_en   = mem_wr || mem_read;
  assign system_bus_rdwr = mem_wr;
  assign system_bus_addr = ALU_o;
  CSR_reg CSR_reg_instance (
      .clk(clk),
      .rst(rst),
      .reg_wr(csr_reg_wr),
      .reg_r(csr_reg_r),
      .PC(PC),
      .addr(csr_addr),
      .interrupt(interrupt),
      .wdata_csr(rdata1),
      .is_mret(is_mret),
      .rdata(csr_read_data),
      .epc(epc),
      .epc_taken(epc_taken)
  );
endmodule
module LS_controller (
    input  logic [ 2:0] func3,
    input  logic [ 1:0] addr,
    input  logic [31:0] rdata2,
    output logic [31:0] wdata_mem,
    output logic [ 3:0] mask,
    input  logic [31:0] system_bus_rd_data,
    output logic [31:0] data_to_load
);
  localparam b = 3'b000;
  localparam h = 3'b001;
  localparam w = 3'b010;
  localparam bu = 3'b100;
  localparam hu = 3'b101;
  logic [2:0] load_op;
  always_comb begin
    case (func3)
      b: begin
        case (addr)
          2'b00: begin
            mask = 4'b0001;
            wdata_mem = {{24{1'b0}}, {rdata2[7:0]}};
          end
          2'b01: begin
            mask = 4'b0010;
            wdata_mem = {{16{1'b0}}, {rdata2[7:0]}, {8{1'b0}}};
          end
          2'b10: begin
            mask = 4'b0100;
            wdata_mem = {{8{1'b0}}, {rdata2[7:0]}, {16{1'b0}}};
          end
          2'b11: begin
            mask = 4'b1000;
            wdata_mem = {{rdata2[7:0]}, {24{1'b0}}};
          end
          default: begin
            mask = 'x;
            wdata_mem = 'x;
          end
        endcase
        load_op = 3'b000;
      end
      h: begin
        case (addr[1])
          0: begin
            mask = 4'b0011;
            wdata_mem = {{16{1'b0}}, {rdata2[15:0]}};
          end
          1: begin
            mask = 4'b1100;
            wdata_mem = {{rdata2[15:0]}, {16{1'b0}}};
          end
          default: begin
            mask = 'x;
            wdata_mem = 'x;
          end
        endcase
        load_op = 3'b001;
      end
      w: begin
        mask = 4'b1111;
        wdata_mem = rdata2;
        load_op = 3'b010;
      end
      bu: begin
        mask = 'x;
        wdata_mem = rdata2;
        load_op = 3'b011;
      end
      hu: begin
        mask = 'x;
        wdata_mem = rdata2;
        load_op = 3'b100;
      end
      default: begin
        mask = 'x;
        wdata_mem = rdata2;
        load_op = 3'b100;
      end
    endcase
  end
  always_comb begin
    case (load_op)
      3'b000: begin
        case (addr[1:0])
          2'b00:   data_to_load = {{24{system_bus_rd_data[7]}}, system_bus_rd_data[7:0]};
          2'b01:   data_to_load = {{24{system_bus_rd_data[15]}}, system_bus_rd_data[15:8]};
          2'b10:   data_to_load = {{24{system_bus_rd_data[23]}}, system_bus_rd_data[23:16]};
          2'b11:   data_to_load = {{24{system_bus_rd_data[31]}}, system_bus_rd_data[31:24]};
          default: data_to_load = 'x;
        endcase
      end
      3'b001: begin
        case (addr[1])
          0: data_to_load = {{16{system_bus_rd_data[15]}}, system_bus_rd_data[15:0]};
          1: data_to_load = {{16{system_bus_rd_data[31]}}, system_bus_rd_data[31:16]};
          default: data_to_load = 'x;
        endcase
      end
      3'b010: begin
        data_to_load = system_bus_rd_data;
      end
      3'b011: begin
        case (addr[1:0])
          2'b00:   data_to_load = {{24{1'b0}}, system_bus_rd_data[7:0]};
          2'b01:   data_to_load = {{24{1'b0}}, system_bus_rd_data[15:8]};
          2'b10:   data_to_load = {{24{1'b0}}, system_bus_rd_data[23:16]};
          2'b11:   data_to_load = {{24{1'b0}}, system_bus_rd_data[31:24]};
          default: data_to_load = 'x;
        endcase
      end
      3'b100: begin
        case (addr[1])
          1'b0: data_to_load = {{16{1'b0}}, system_bus_rd_data[15:0]};
          1'b1: data_to_load = {{16{1'b0}}, system_bus_rd_data[31:16]};
          default: data_to_load = 'x;
        endcase
      end
      default: data_to_load = 'x;
    endcase
  end
endmodule
==> ./run.sh <==
#!/bin/bash
# OpenROAD 26Q1-2900-gdf79404cd8, Yosys 0.63+post, stock flow scripts
make -C /OpenROAD-flow-scripts/flow DESIGN_CONFIG=/design/flow/config.mk WORK_HOME=/design/flow/orfs finish
==> ./config.mk <==
export PLATFORM = sky130hd
export DESIGN_NAME = wb_stage
export DESIGN_NICKNAME = wb_stage
export VERILOG_FILES = /design/flow/design.v
export SDC_FILE = /design/flow/constraint.sdc
export NUM_CORES = 4
export LEC_CHECK = 1
export CORE_UTILIZATION = 40
==> ./constraint.sdc <==
current_design wb_stage

set clk_period 7.7
set clk_io_pct 0.2

create_clock -name clk0 -period $clk_period [get_ports {clk}]

set non_clock_inputs [all_inputs -no_clocks]
set_input_delay [expr $clk_period * $clk_io_pct] -clock clk0 $non_clock_inputs
set_output_delay [expr $clk_period * $clk_io_pct] -clock clk0 [all_outputs]
==> run summary <==
run metrics: status finished, final reports clean, final routed wirelength across all metal layers approximately 43000 µm, buffer count from post-CTS setup fixing 0, count of vias placed by the detailed router between 10000 and 15000, Clock Path Buffers 2, via count of the first global-routing pass roughly 10000, cell chain of the critical path clkdlybuf4s50_1, nor4bb_1, nand2_1, nor4_2, a222oi_1, o21ai_1, clkdlybuf4s50_1, root buffer cell sky130_fd_sc_hd__clkbuf_16, most instantiated logic cells after routing 320 x sky130_fd_sc_hd__clkdlybuf4s50_1, 294 x sky130_fd_sc_hd__nand2_1, 139 x sky130_fd_sc_hd__a21oi_1, Final HPWL DP 32600 µm, worst path required time approximately 6.2 ns, area of the core 24200 µm², Post-synth EDFFs 0, DR WL/cell 22.6 µm, effective utilization at floorplan 0.406, share of async-settable or async-resettable flops after synthesis 0, portion of total power attributed to the clock network 0.439, logic area 6330 µm², largest net degree at the start of global routing around 71, part of the Yosys area used for sequential elements 0.270, final setup violation count 0, vias per cell between 5 and 6, distinct cell type count of the synthesized netlist ~76, I/O pin total between 300 and 400, FILL cells approximately 2300, Top delay family on crit path simple AND/OR/NAND/NOR gates, Register Area between 2000 and 3000 µm², clock tree skew after final layout 0.00715 ns, proportion of power drawn by flip-flops and latches 0.362, net switching share of the total power 0.258, initial detailed-routing violation count between 900 and 1000, commonest register cell after synthesis sky130_fd_sc_hd__dfxtp_1, largest voltage drop on the vdd net 0.129 mV, global router's overall resource usage 0.338, Critical R2R Launch CSR_reg_instance.mie_q[7], Pwr Density 140 nW/µm², layout overhead on the synthesized area 37.8%, Chip Height 159 µm, cell type with the largest total area sky130_fd_sc_hd__dfxtp_1, cell internal power dissipation 0.00141 W, quantity of I/O buffers inserted on ports 322, met2 capacity usage during global routing 0.518, number of cells on the worst reg-to-reg path 5, Top cell area share 0.270, Hold Crit Start CSR_reg_instance.mie_q[0], wire length of the first global-routing pass 63000 µm, Psw between 0.0004 and 0.0005 W, Hold Vio Cnt, Final 0, Avg Inst Size Synth 7.43 µm², CP max-delay cell sky130_fd_sc_hd__nor4bb_1, number of maximum-capacitance constraint violations 0, yosys-reported design area after synthesis 9850 µm², cell seen most often among critical-path stages sky130_fd_sc_hd__clkdlybuf4s50_1, synthesis-stage register bit count roughly 130, insertion delay to the later sink of the worst-skew pair approximately 0.42 ns, worst-path fanout max 6, quantity of gates resized following cts 0, cell types with the largest area share after synthesis sky130_fd_sc_hd__dfxtp_1 27%, sky130_fd_sc_hd__nand2_1 11%, sky130_fd_sc_hd__a21oi_1 7.1%, cts bufs inserted 17, most instantiated logic cell after routing sky130_fd_sc_hd__clkdlybuf4s50_1, grt met3 use 0.0758, Die X-Extent between 150 and 200 µm, Critical Path AT roughly 4.9 ns, clock transition at the register clock pins on the worst setup and hold paths after CTS approximately 0.060 ns, DRC viols 0, actual slew at the worst max-slew pin ~0.99 ns, met1 track demand over resource in global routing 0.489, # clock sinks roughly 130, number of warning messages in the yosys log 4, combinational fraction of design power 0.199, Post-Syn Instances about 1300, shortest clock period the worst path allows after layout ~6.4 ns, period utilisation layout 0.835, routability congestion estimate 0.960, maximum operating frequency approximately 0.16 GHz, Post-CTS Hold Fix Bufs 0, endpoint type of the worst setup path output port, gr ovfl total 0, cell count listed in synth_stat.txt 1326, largest stage delay on the critical path between 0.8 and 0.9 ns, post-route antenna net violation count 0, htree depth 4, leakage power figure between 4 and 5 nW, RSZ-0062 raised after global routing no, critical path launch point type primary input, combined buffer and inverter count along the critical path 2, global-route layer with the greatest usage met2, Post-Synthesis Cell Area roughly 10000 µm², count of warning messages emitted by the tools roughly 42, worst hold stages 2, worst setup path class in -> out, detailed-routing iteration count for the pre-antenna-repair pass 6, start point of the critical path instruction[28], TritonCTS clock tree built, proportion of layout cells with a drive suffix above 1 0.119, total die area between 20000 and 30000 µm², Core Rows approximately 57, final max-slew violation count 0, sum of negative setup slack 0 ns, initial antenna violation count 5, max_slew headroom 0.340, Stages on worst setup path 7, worst min path class reg -> reg, share of the core filled with cells 0.560
cell type report:
class	instances	area share
inverters	31	0.00857
diodes	5	0.000922
multi-input cells	1023	0.467
well taps	324	0.0299
repair buffers	352	0.253
clock inverters	13	0.0129
flip-flops and latches	133	0.196
clock buffers	18	0.0316
synthesized netlist by cell type (9+ instances only):
| master | n |
|---|---|
| sky130_fd_sc_hd__o21ai_0 | 39 |
| sky130_fd_sc_hd__nor2b_1 | 22 |
| sky130_fd_sc_hd__buf_2 | 16 |
| sky130_fd_sc_hd__a211o_1 | 10 |
| sky130_fd_sc_hd__nand2_1 | 295 |
| sky130_fd_sc_hd__a21oi_1 | 139 |
| sky130_fd_sc_hd__buf_1 | 9 |
| sky130_fd_sc_hd__nor4_1 | 12 |
| sky130_fd_sc_hd__xor2_1 | 15 |
| sky130_fd_sc_hd__nor2_1 | 49 |
| sky130_fd_sc_hd__a222oi_1 | 27 |
| sky130_fd_sc_hd__mux2_2 | 24 |
| sky130_fd_sc_hd__nand3_1 | 16 |
| sky130_fd_sc_hd__a22oi_1 | 14 |
| sky130_fd_sc_hd__a22o_1 | 39 |
| sky130_fd_sc_hd__a2bb2oi_1 | 11 |
| sky130_fd_sc_hd__o21ai_1 | 12 |
| sky130_fd_sc_hd__inv_1 | 31 |
| sky130_fd_sc_hd__xnor2_1 | 35 |
| sky130_fd_sc_hd__nand2_2 | 30 |
| sky130_fd_sc_hd__a32oi_1 | 9 |
| sky130_fd_sc_hd__buf_4 | 33 |
| sky130_fd_sc_hd__and2_1 | 12 |
| sky130_fd_sc_hd__clkbuf_1 | 74 |
| sky130_fd_sc_hd__dfxtp_1 | 133 |
| sky130_fd_sc_hd__a21oi_2 | 32 |
| sky130_fd_sc_hd__nor3_1 | 21 |
| sky130_fd_sc_hd__o22ai_1 | 13 |
worst paths after layout:
path / endpoint / slack [ns]
setup / recovery: wb_data[12] / 1.27
hold / removal: CSR_reg_instance.mie_q[0] / 0.45
setup reg to reg: CSR_reg_instance.mepc_q[30] / 6.37
hold reg to reg: CSR_reg_instance.mie_q[0] / 0.45
flip-flops by register name (all words and copies together) (netlist names):
register / cells
CSR_reg_instance.mip_q: 2
CSR_reg_instance.mepc_q: 32
CSR_reg_instance.mstatus_q: 32
CSR_reg_instance.mtvec_q: 32
CSR_reg_instance.mie_q: 32
CSR_reg_instance.mcause_q: 3
power by group through the flow:
stage | sequential (W) | combinational (W) | clock (W)
global route | 0.000689 | 0.000402 | 0.000872
finish | 0.000689 | 0.000379 | 0.000836
CTS | 0.000689 | 0.000377 | 0.000847
layer usage:
layer	up-vias	wire (µm)	share of wire
li1	5187	-	-
met1	5112	18500	0.43
met2	549	19600	0.46
met3	50	3680	0.086
met4	0	1030	0.024
met5	-	0	0
cell families (layout without fill, tap and decap cells):
logic type,count (synthesis),after routing,share of synthesized area
AOI/OAI and AO/OA,400,400,0.283
xor gates and xnor gates,50,50,0.0444
adders and majority gates,6,6,0.00838
buffers and inverters,170,414,0.0877
DFF,133,133,0.270
muxes,34,34,0.0401
other,0,5,0
and+or+nand+nor,533,533,0.267
through the flow:
stage                     hold WS, ns  worst slack (ns)  total power, W  cells  area [µm²]
after global placement          0.435              1.38         0.00108   1863       13000
after CTS                       0.451              1.38         0.00191   1894       13600
final                           0.450              1.27         0.00190   1899       13600
after detailed placement        0.443              1.41         0.00108   1863       13000
after floorplan                 0.428              3.00        0.000839   1326        9850
after global routing            0.472              1.20         0.00196   1899       13600
worst register-to-register path, delay by kind of cell (launching register included):
| kind | cells | cell delay, ns |
|---|---|---|
| AOI/OAI and AO/OA | 2 | 0.29 |
| buffers and inverters | 1 | 0.33 |
| DFF | 1 | 0.36 |
| and+or+nand+nor | 2 | 0.27 |
Power is estimated from default activity; no workload was simulated.
