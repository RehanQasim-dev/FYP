==> ./design.v <==
package Config;
  parameter int SCRATCHPAD_DEPTH = 2 ** 7;
  parameter int BIAS = 0;
  parameter A_BITWIDTH = 8;
  parameter W_BITWIDTH = 8;
  parameter P_BITWIDTH = 24;
  parameter SMALL_SYS_ROWS = 8;
  parameter SMALL_SYS_COLS = 8;
  parameter CORE_ROWS = 2;
  parameter CORE_COLS = 2;
  parameter int SUPER_SYS_ROWS = CORE_ROWS * SMALL_SYS_ROWS;
  parameter int SUPER_SYS_COLS = SMALL_SYS_COLS * CORE_COLS;
  typedef struct packed {
    logic en, rdwr;
    logic [3:0] mask;
    logic [3:0][7:0] rd_data;
    logic [3:0][7:0] wr_data;
    logic [31:0] addr;
  } dbus_interface;
endpackage : Config
interface interface_dbus;
  logic en, rdwr;
  logic [3:0] mask;
  logic [3:0][7:0] rd_data;
  logic [3:0][7:0] wr_data;
  logic [31:0] addr;
  modport slave(input en, rdwr, mask, wr_data, addr, output rd_data);
  modport master(output en, rdwr, mask, wr_data, addr, input rd_data);
endinterface
module mac #(
    parameter A_BITWIDTH = 8,
    parameter W_BITWIDTH = 8,
    parameter P_BITWIDTH = 24
) (
    input  logic                  clk,
    input  logic                  rst,
    input  logic                  A_en,
    output logic                  A_ready,
    input  logic [A_BITWIDTH-1:0] A_in,
    output logic [A_BITWIDTH-1:0] A_out,
    input  logic                  W_en,
    output logic                  W_ready,
    input  logic [W_BITWIDTH-1:0] W_in,
    output logic [W_BITWIDTH-1:0] W_out,
    input  logic [P_BITWIDTH-1:0] P_in,
    output logic [P_BITWIDTH-1:0] P_out
);
  logic [W_BITWIDTH-1:0] W_current;
  always_ff @(posedge clk) begin
    if (rst) begin
      A_out <= 0;
      A_ready <= 0;
      W_out <= 0;
      W_current <= 0;
      W_ready <= 0;
      P_out <= 0;
    end else begin
      if (W_en) begin
        W_out   <= W_in;
        W_ready <= 1;
      end else begin
        W_ready <= 0;
      end
      if (A_en) begin
        A_out   <= A_in;
        P_out   <= (A_in * W_out) + P_in;
        A_ready <= 1;
      end else begin
        A_ready <= 0;
      end
    end
  end
endmodule
import Config::*;
module systolic (
    input logic clk,
    rst,
    input logic [SMALL_SYS_ROWS-1:0] if_en,
    input logic [SMALL_SYS_COLS-1:0] wfetch,
    input logic [SMALL_SYS_COLS-1:0] wfetch_halt,
    input logic [SMALL_SYS_ROWS-1:0][A_BITWIDTH-1:0] if_data,
    input logic [SMALL_SYS_COLS-1:0][A_BITWIDTH-1:0] wdata,
    input logic [SMALL_SYS_COLS-1:0][P_BITWIDTH-1:0] bias,
    output logic [SMALL_SYS_COLS-1:0][P_BITWIDTH-1:0] of_data,
    output logic [SMALL_SYS_ROWS-1:0][A_BITWIDTH-1:0] if_data_out,
    output logic [SMALL_SYS_ROWS-1:0] if_en_out,
    output logic [SMALL_SYS_COLS-1:0] wfetch_out,
    output logic [SMALL_SYS_COLS-1:0][A_BITWIDTH-1:0] wdata_out
);
  logic [SMALL_SYS_ROWS-1:0][SMALL_SYS_COLS-2:0][A_BITWIDTH-1:0] A_data;
  logic [SMALL_SYS_ROWS-1:0][SMALL_SYS_COLS-2:0]                 A_ready;
  logic [SMALL_SYS_ROWS-2:0][SMALL_SYS_COLS-1:0][W_BITWIDTH-1:0] W_data;
  logic [SMALL_SYS_ROWS-2:0][SMALL_SYS_COLS-1:0]                 W_ready;
  logic [SMALL_SYS_ROWS-2:0][SMALL_SYS_COLS-1:0][P_BITWIDTH-1:0] P_data;
  genvar i, j;
  for (i = 0; i < SMALL_SYS_ROWS; i++) begin
    for (j = 0; j < SMALL_SYS_COLS; j++) begin
      if (i == 0 && j == 0)
        mac mac_instance (
            .clk(clk),
            .rst(rst),
            .A_en(if_en[i]),
            .A_ready(A_ready[i][j]),
            .A_in(if_data[i]),
            .A_out(A_data[i][j]),
            .W_en(wfetch[j] & wfetch_halt[j]),
            .W_ready(W_ready[i][j]),
            .W_in(wdata[j]),
            .W_out(W_data[i][j]),
            .P_in(bias[j]),
            .P_out(P_data[i][j])
        );
      else if (i == 0 && j == SMALL_SYS_COLS - 1)
        mac mac_instance (
            .clk(clk),
            .rst(rst),
            .A_en(A_ready[i][j-1]),
            .A_ready(if_en_out[i]),
            .A_in(A_data[i][j-1]),
            .A_out(if_data_out[i]),
            .W_en(wfetch[j] & wfetch_halt[j]),
            .W_ready(W_ready[i][j]),
            .W_in(wdata[j]),
            .W_out(W_data[i][j]),
            .P_in(bias[j]),
            .P_out(P_data[i][j])
        );
      else if (i == 0)
        mac mac_instance (
            .clk(clk),
            .rst(rst),
            .A_en(A_ready[i][j-1]),
            .A_ready(A_ready[i][j]),
            .A_in(A_data[i][j-1]),
            .A_out(A_data[i][j]),
            .W_en(wfetch[j] & wfetch_halt[j]),
            .W_ready(W_ready[i][j]),
            .W_in(wdata[j]),
            .W_out(W_data[i][j]),
            .P_in(bias[j]),
            .P_out(P_data[i][j])
        );
      if (i == SMALL_SYS_ROWS - 1 && j == 0)
        mac mac_instance (
            .clk(clk),
            .rst(rst),
            .A_en(if_en[i]),
            .A_ready(A_ready[i][j]),
            .A_in(if_data[i]),
            .A_out(A_data[i][j]),
            .W_en(W_ready[i-1][j] & wfetch_halt[j]),
            .W_ready(wfetch_out[j]),
            .W_in(W_data[i-1][j]),
            .W_out(wdata_out[j]),
            .P_in(P_data[i-1][j]),
            .P_out(of_data[j])
        );
      else if (i == SMALL_SYS_ROWS - 1 && j == SMALL_SYS_COLS - 1)
        mac mac_instance (
            .clk(clk),
            .rst(rst),
            .A_en(A_ready[i][j-1]),
            .A_ready(if_en_out[i]),
            .A_in(A_data[i][j-1]),
            .A_out(if_data_out[i]),
            .W_en(W_ready[i-1][j] & wfetch_halt[j]),
            .W_ready(wfetch_out[j]),
            .W_in(W_data[i-1][j]),
            .W_out(wdata_out[j]),
            .P_in(P_data[i-1][j]),
            .P_out(of_data[j])
        );
      else if (i == SMALL_SYS_ROWS - 1)
        mac mac_instance (
            .clk(clk),
            .rst(rst),
            .A_en(A_ready[i][j-1]),
            .A_ready(A_ready[i][j]),
            .A_in(A_data[i][j-1]),
            .A_out(A_data[i][j]),
            .W_en(W_ready[i-1][j] & wfetch_halt[j]),
            .W_ready(wfetch_out[j]),
            .W_in(W_data[i-1][j]),
            .W_out(wdata_out[j]),
            .P_in(P_data[i-1][j]),
            .P_out(of_data[j])
        );
      if (i != SMALL_SYS_ROWS - 1 && i != 0 && j == 0)
        mac mac_instance (
            .clk(clk),
            .rst(rst),
            .A_en(if_en[i]),
            .A_ready(A_ready[i][j]),
            .A_in(if_data[i]),
            .A_out(A_data[i][j]),
            .W_en(W_ready[i-1][j] & wfetch_halt[j]),
            .W_ready(W_ready[i][j]),
            .W_in(W_data[i-1][j]),
            .W_out(W_data[i][j]),
            .P_in(P_data[i-1][j]),
            .P_out(P_data[i][j])
        );
      else if (i != SMALL_SYS_ROWS - 1 && i != 0 && j == SMALL_SYS_COLS - 1)
        mac mac_instance (
            .clk(clk),
            .rst(rst),
            .A_en(A_ready[i][j-1]),
            .A_ready(if_en_out[i]),
            .A_in(A_data[i][j-1]),
            .A_out(if_data_out[i]),
            .W_en(W_ready[i-1][j] & wfetch_halt[j]),
            .W_ready(W_ready[i][j]),
            .W_in(W_data[i-1][j]),
            .W_out(W_data[i][j]),
            .P_in(P_data[i-1][j]),
            .P_out(P_data[i][j])
        );
      else if (i != SMALL_SYS_ROWS - 1 && i != 0 && j != 0 && j != SMALL_SYS_COLS - 1)
        mac mac_instance (
            .clk(clk),
            .rst(rst),
            .A_en(A_ready[i][j-1]),
            .A_ready(A_ready[i][j]),
            .A_in(A_data[i][j-1]),
            .A_out(A_data[i][j]),
            .W_en(W_ready[i-1][j] & wfetch_halt[j]),
            .W_ready(W_ready[i][j]),
            .W_in(W_data[i-1][j]),
            .W_out(W_data[i][j]),
            .P_in(P_data[i-1][j]),
            .P_out(P_data[i][j])
        );
    end
  end
endmodule
==> ./run.sh <==
#!/bin/bash
# OpenROAD 26Q1-2900-gdf79404cd8, Yosys 0.63+post, stock flow scripts
make -C /OpenROAD-flow-scripts/flow DESIGN_CONFIG=/design/flow/config.mk WORK_HOME=/design/flow/orfs finish
==> ./config.mk <==
export PLATFORM = sky130hd
export DESIGN_NAME = systolic
export DESIGN_NICKNAME = systolic
export VERILOG_FILES = /design/flow/design.v
export SDC_FILE = /design/flow/constraint.sdc
export NUM_CORES = 4
export LEC_CHECK = 1
export CORE_UTILIZATION = 50
==> ./constraint.sdc <==
current_design systolic

set clk_period 13.0
set clk_io_pct 0.2

create_clock -name clk0 -period $clk_period [get_ports {clk}]

set non_clock_inputs [all_inputs -no_clocks]
set_input_delay [expr $clk_period * $clk_io_pct] -clock clk0 $non_clock_inputs
set_output_delay [expr $clk_period * $clk_io_pct] -clock clk0 [all_outputs]
==> flow_metrics.py <==
# Auto-generated metrics
metrics = {
    "run_status": {
        "status": "complete, no violations",
    },
    "power": {
        "p_total_w": 0.0197,
        "p_leak_nw": 147,
        "cellPowerDensity_mw_per_mm2": 65.3,
        "peakVddDrop_mv": 0.0964,
    },
    "logic_synthesis": {
        "yosysChipArea_mm2": 0.277,
        "synth_cells": 32000,
        "ys_async_sr_fraction_pct": 0,
        "synth-seq-cells": 2688,
        "ys.flop_type": "dfxtp_1",
        "yosysWarnings": 1,
        "ys_top_cells_by_area": "dfxtp_1 19%, fa_1 17%, ha_1 16%",
        "synth-edff-count": 0,
        "yosysSeqAreaShare_pct": 19.4,
        "yosysCellCount": 32000,
        "yosys.area.top_type": "dfxtp_1",
        "ys_types": 92,
        "syn_avg_cell_area_um2": 8.68,
        "synth_area_mm2": 0.277,
        "synth_top_area_share_pct": 19.4,
    },
    "final_timing": {
        "skew_ns": 0.0411,
        "relSlewSlack_pct": 26.8,
        "finalClockPeriodUsage_pct": 61.0,
        "finalHoldViolCount": 0,
        "max_freq_mhz": 126,
        "drv_slew": 0,
        "worstMarginPinSlew_ns": 1.07,
        "fin_crit_ns": 7.93,
        "rsz0062_at_grt": "no",
        "finalSetupViolations": 0,
        "tns_ns": 0,
    },
    "finish": {
        "logic_area_mm2": 0.205,
        "nFillCells": 49400,
        "regArea_mm2": 0.0539,
        "fin_area_mm2": 0.302,
        "layout_top_cells": "3,814 x inv_1, 3,525 x and2_1, 3,447 x ha_1",
        "drive_above_1_share_pct": 2.99,
        "syn2layout_area_growth_pct": 8.93,
        "layout_top_cell": "inv_1",
    },
    "grt": {
        "grt_pass1_wl_um": 1080000,
        "grt_pass1_vias": 195000,
        "antenna_found_initial": 10,
        "grt_max_degree": 138,
        "grt_overflow": 0,
        "grt_usage_pct": 25.0,
    },
    "detailed_routing": {
        "via_count": 211000,
        "post-route-drc-count": 0,
        "ant_nets": 0,
        "wl_um": 676000,
        "firstDrtPassIters": 6,
        "drt_iter0_markers": 11600,
        "viasPerCell": 5.33,
        "wire_per_inst_um": 17.1,
    },
    "hold_path": {
        "hold_path.class": "reg2reg",
    },
    "floorplanning": {
        "die_y_um": 747,
        "core_area_mm2": 0.553,
        "fp_util_pct": 50.2,
        "die_w_um": 747,
        "num_rows": 273,
        "pin_count": 682,
        "die-area_mm2": 0.558,
    },
    "worst_setup_path": {
        "end_kind": "flop",
        "cp.arrival_ns": 8.81,
        "critPathMaxFanout": 9,
        "path_class": "in2reg",
        "worst_setup_path_start_kind": "input port",
        "crit_required_ns": 13.88,
    },
    "clock_tree": {
        "clk_latency_ns": 1.01,
        "clock_path_buffers": 4,
        "cts-root-buf": "clkbuf_16",
        "hold_buffers": 0,
        "cts_tree": "done",
        "htreeDepth": 5,
        "cts_buffers": 337,
        "cts_resized": 0,
        "postCtsSetupRepairBufs": 0,
        "cts_sinks": 2688,
        "worst_setup_hold_path_clk_slew_ns": 0.06,
    },
    "placed_design": {
        "dpl_cell_area_mm2": 0.290,
        "port_buffers": 681,
        "gp_congestion": 0.918,
        "place_hpwl_um": 536000,
    },
    "run": {
        "cap_violations": 0,
        "warnings": 166,
    },
}
==> final cells by class <==
type	count	share of cell area (%)
multi-input cells	24400	67.8
flip-flops and latches	2688	17.8
inverters	3815	4.74
clock buffers	451	3.13
well taps	7287	3.02
repair buffers	837	2.65
clock inverters	169	0.785
diodes	3	0.00248
==> cells in the mapped netlist, drive strengths merged (52+ instances only) <==
master / number
or3: 156
clkbuf: 969
mux2i: 1327
nor2: 2648
and2: 3525
o31ai: 72
nand3: 893
inv: 3815
a31oi: 142
nand4: 126
a311oi: 96
fa: 2368
dfxtp: 2688
o21ai: 587
buf: 132
and3: 224
xor2: 588
o21a: 145
nand2: 1839
xnor2: 1343
a21oi: 1904
a21o: 607
o21bai: 383
a211oi: 567
o211ai: 63
nor2b: 179
nor3: 221
ha: 3447
a2111oi: 52
nand2b: 147
==> stage by stage <==
step,setup slack (ns),hold WS (ns),utilization [%],std cells
6_report,5.07,0.459,54.7,39600
3_3_place_gp,4.10,0.441,52.5,39000
4_1_cts,5.16,0.468,54.7,39600
5_1_grt,4.66,0.490,54.7,39600
2_1_floorplan,5.27,0.401,-,32000
3_5_place_dp,4.06,0.455,52.5,39000
==> layer usage <==
| layer | share of wire (%) | vias to the layer above | global-route usage (%) |
|---|---|---|---|
| met4 | 1.5 | 12 | 3.18 |
| met5 | 0.021 | - | 0.120 |
| met1 | 53 | 100000 | 44.2 |
| met2 | 39 | 4002 | 32.8 |
| met3 | 6.4 | 534 | 5.71 |
| li1 | - | 106000 | - |
==> flip-flops by register name, indices dropped and copies added, names as in the netlist, 36 cells and up <==
name,count
genblk1.genblk1.genblk3.genblk1.genblk1.mac_instance.P_out,864
genblk1.genblk1.genblk3.genblk1.genblk1.mac_instance.A_out,288
genblk1.genblk1.genblk3.genblk1.genblk1.mac_instance.W_out,288
genblk1.genblk1.genblk1.genblk1.genblk1.mac_instance.P_out,144
genblk1.genblk1.genblk3.mac_instance.P_out,144
genblk1.genblk1.genblk3.genblk1.mac_instance.P_out,144
genblk1.genblk1.genblk2.genblk1.genblk1.mac_instance.P_out,144
genblk1.genblk1.genblk1.genblk1.genblk1.mac_instance.A_out,48
genblk1.genblk1.genblk1.genblk1.genblk1.mac_instance.W_out,48
genblk1.genblk1.genblk3.mac_instance.A_out,48
genblk1.genblk1.genblk3.mac_instance.W_out,48
genblk1.genblk1.genblk3.genblk1.mac_instance.A_out,48
genblk1.genblk1.genblk3.genblk1.mac_instance.W_out,48
genblk1.genblk1.genblk2.genblk1.genblk1.mac_instance.A_out,48
genblk1.genblk1.genblk2.genblk1.genblk1.mac_instance.W_out,48
genblk1.genblk1.genblk3.genblk1.genblk1.mac_instance.A_ready,36
genblk1.genblk1.genblk3.genblk1.genblk1.mac_instance.W_ready,36
==> path summary, 6_finish.rpt <==
kind / startpoint / to / slack [ns] / cells after the start
setup / recovery: if_data[21] / flop / 5.07 / 24
hold / removal: flop / flop / 0.46 / 2
setup reg to reg: flop / flop / 6.43 / 21
hold reg to reg: flop / flop / 0.46 / 2
==> report_power, final <==
group	internal [W]	leakage [nW]	switching (W)
Sequential	0.00836	21.8	0.000209
Clock	0.00605	5.76	0.00405
Combinational	0.000421	119	0.000644
==> kinds of logic (layout without fill, tap and decap cells) <==
logic type | Yosys count | after routing | synth area share [%]
xor gates and xnor gates | 1931 | 1931 | 6.09
AOI/OAI and AO/OA | 5115 | 5115 | 11.9
buffers and inverters | 4917 | 5272 | 6.70
DFF | 2688 | 2688 | 19.4
adders and majority gates | 5815 | 5815 | 32.6
muxes | 1328 | 1328 | 4.79
and+or+nand+nor | 10200 | 10200 | 18.5
other | 0 | 3 | 0
==> worst max-delay path: stages <==
cell and delay, ns:
clkdlybuf4s50_1 0.69, nand2_1 0.14, fa_1 0.52, fa_1 0.55, inv_1 0.05, fa_1 0.47
inv_1 0.05, fa_1 0.48, inv_1 0.04, ha_1 0.31, a21oi_1 0.23, o21bai_1 0.09
a21oi_1 0.28, o21bai_1 0.10, a21oi_1 0.18, xnor2_1 0.17, ha_1 0.31, a21oi_1 0.17
nor3b_1 0.25, nand3_1 0.16, a41oi_1 0.49, nor2b_1 0.12, xnor2_1 0.15, a211oi_1 0.22
No activity file was given, so power comes from the tool's default toggle rates.
