## /design/flow/config.mk

```make
export PLATFORM = sky130hd
export DESIGN_NAME = ALU
export DESIGN_NICKNAME = ALU
export VERILOG_FILES = /design/flow/design.v
export SDC_FILE = /design/flow/constraint.sdc
export NUM_CORES = 4
export LEC_CHECK = 1
export CORE_UTILIZATION = 50
```

## /design/flow/run.sh

```bash
#!/bin/bash
# OpenROAD 26Q1-2900-gdf79404cd8, Yosys 0.63+post, stock flow scripts
make -C /OpenROAD-flow-scripts/flow DESIGN_CONFIG=/design/flow/config.mk WORK_HOME=/design/flow/orfs finish
```

## /design/flow/constraint.sdc

```tcl
current_design ALU

set clk_period 30.6
set clk_io_pct 0.2

create_clock -name clk0 -period $clk_period

set non_clock_inputs [all_inputs -no_clocks]
set_input_delay [expr $clk_period * $clk_io_pct] -clock clk0 $non_clock_inputs
set_output_delay [expr $clk_period * $clk_io_pct] -clock clk0 [all_outputs]
```

## /design/flow/design.v

```verilog
package Config;
  parameter int SCRATCHPAD_DEPTH = 2 ** 7;
  parameter int BIAS = 0;
  parameter A_BITWIDTH = 8;
  parameter W_BITWIDTH = 8;
  parameter P_BITWIDTH = 24;
  parameter SMALL_SYS_ROWS = 8;
  parameter SMALL_SYS_COLS = 8;
  parameter CORE_ROWS = 2;
  parameter CORE_COLS = 2;
  parameter int SUPER_SYS_ROWS = CORE_ROWS * SMALL_SYS_ROWS;
  parameter int SUPER_SYS_COLS = SMALL_SYS_COLS * CORE_COLS;
  typedef struct packed {
    logic en, rdwr;
    logic [3:0] mask;
    logic [3:0][7:0] rd_data;
    logic [3:0][7:0] wr_data;
    logic [31:0] addr;
  } dbus_interface;
endpackage : Config
interface interface_dbus;
  logic en, rdwr;
  logic [3:0] mask;
  logic [3:0][7:0] rd_data;
  logic [3:0][7:0] wr_data;
  logic [31:0] addr;
  modport slave(input en, rdwr, mask, wr_data, addr, output rd_data);
  modport master(output en, rdwr, mask, wr_data, addr, input rd_data);
endinterface
module ALU (
    input  logic [31:0] a_in,
    b_in,
    input  logic [ 3:0] ALUctrl,
    output logic [31:0] result_o
);
  logic [31:0]
      and_res,
      or_res,
      xor_res,
      add_sub_res,
      SLT_res,
      SLTU_res,
      t,
      SLL_res,
      SRL_res,
      SRA_res,
      opr1_sgn,
      opr2_sgn;
  logic signed [32:0] mul_opr1;
  logic signed [32:0] mul_opr2;
  logic signed [63:0] mul_output;
  logic        [31:0] mux1_o;
  logic C_out, V, W, C;   
  assign C = C_out;
  assign V = (add_sub_res[31] ^ a_in[31]) & (~(a_in[31] ^ b_in[31] ^ ALUctrl[0]));
  assign W = add_sub_res[31] ^ V;
  assign t = ~b_in;
  assign mux1_o = ALUctrl[0] ? t : b_in;
  assign {C_out, add_sub_res} = a_in + mux1_o + ALUctrl[0];
  assign and_res = a_in & b_in;
  assign or_res = a_in | b_in;
  assign xor_res = a_in ^ b_in;
  assign SLT_res = {30'd0, W};
  assign SLTU_res = {30'd0, ~C};
  assign SRA_res = a_in >>> b_in;
  assign SRL_res = a_in >> b_in;
  assign SLL_res = a_in << b_in;
  assign is_opr1_signed = ALUctrl == 4'd11 || ALUctrl == 4'd12 || ALUctrl == 4'd13;
  assign is_opr2_signed = ALUctrl == 4'd11 || ALUctrl == 4'd12;
  assign opr1_sgn = is_opr1_signed & a_in[31];
  assign opr2_sgn = is_opr2_signed & b_in[31];
  assign mul_opr1 = $signed({opr1_sgn, a_in});
  assign mul_opr2 = $signed({opr2_sgn, b_in});
  assign mul_output = mul_opr1 * mul_opr2;
  mux16x1 ALU_mux (
      .i1 (add_sub_res),
      .i2 (add_sub_res),
      .i3 (SLL_res),
      .i4 (SLT_res),
      .i5 (xor_res),
      .i6 (SLTU_res),
      .i7 (SRL_res),
      .i8 (SRA_res),
      .i9 (or_res),
      .i10(and_res),
      .i11(b_in),
      .i12(mul_output[31:0]),
      .i13(mul_output[63:32]),
      .s  (ALUctrl),
      .y  (result_o)
  );
endmodule
module mux16x1 (
    input  logic [31:0] i1,
    i2,
    i3,
    i4,
    i5,
    i6,
    i7,
    i8,
    i9,
    i10,
    i11,
    i12,
    i13,
    input  logic [ 3:0] s,
    output logic [31:0] y
);
  always_comb begin
    case (s)
      4'd0: y = i1;
      4'd1: y = i2;
      4'd2: y = i3;
      4'd3: y = i4;
      4'd4: y = i5;
      4'd5: y = i6;
      4'd6: y = i7;
      4'd7: y = i8;
      4'd8: y = i9;
      4'd9: y = i10;
      4'd10: y = i11;
      4'd11: y = i12;
      default: y = i13;
    endcase
  end
endmodule
```

==> flow_metrics.tcl <==
# yosys + openroad results
set metrics [dict create \
    yosysChipArea_um2 45200 \
    nClkBuffers 0 \
    synth.area.top_cells "fa_1 (50%), inv_1 (11%), ha_1 (8.5%), nand2_1 (7.3%), nor2_1 (3.9%)" \
    chip_area_um2 91600 \
    finalClockPeriodUsage 0.754 \
    rsz0062_at_grt "no" \
    mux_area_frac 0.0242 \
    viasPerCell 5.81 \
    cts_post_setup_buffers_inserted 0 \
    area_delta_synth_final_pct 4.98 \
    end_kind "output pin" \
    startpoint_type "input port" \
    yosys_warnings 5 \
    dp_slack_ns 7.66 \
    ff_count 0 \
    row_count 109 \
    hold_viol_final 0 \
    finalSetupViolCount 0 \
    drc 0 \
    antenna_found_initial 8 \
    drt_pass1_iterations 8 \
    final_util 0.534 \
    worst_slack_ns 7.53 \
    drv_cap 0 \
    fin_crit_ns 23.07 \
    slew-limit-headroom 0.309 \
    ys_types 84 \
    warning_count 64 \
    hold_buffers 0 \
    drt-initial-drc-count 2457 \
    status "finished clean" \
    worst-slew-pin-transition_ns 1.03 \
    synthAoiAreaFrac 0.0932 \
    synth-simple-area-share 0.140 \
    overflow 0 \
    synth_area_leader_cell "fa_1" \
    io_buffers 100 \
    setup_tns_ns 0 \
    slowest_stage "fa_1" \
    pin_count 100 \
    crit_top_cell "fa_1" \
    drt.antenna.violating_nets 0 \
    grt_pass1_vias 39600 \
    synth_xor_xnor_area_share 0.0225 \
    max_freq_ghz 0.0434 \
    wl_um 185000 \
    cp_max_fo 31 \
    place_hpwl_um 150000 \
    fillers 8572 \
    top_layer_used "met5" \
    cp.required_ns 24.48 \
    grt_pass1_wl_um 272000 \
    routabilityCongestion 1.13 \
    coreArea_um2 88900 \
    vias 38200 \
    die_h_um 303 \
    dr_wl_met3_um 23300 \
    fp_util 0.508 \
    track_usage 0.452 \
    drv_slew 0 \
    wl_met2_um 82300 \
    netlist_area_um2 45200 \
    design_area_um2 47500 \
    hold_class "input port to output pin" \
    cts.repair.resized 0 \
    drive_above_1_share 0.0496 \
    adder_share 0.584 \
    grt_max_degree 50 \
    netlist.area_leader.share 0.499 \
    max_stage_delay_ns 0.89 \
    yosys-stat-cells 5470 \
    arrival_ns 16.95 \
    synth.comb.largest_family "adder cells" \
    seq_area_um2 0 \
    wl_per_cell_um 28.2 \
    avgSynthCellArea_um2 8.27 \
    placedInstanceArea_um2 47500 \
    hold_slack_ns 13.47 \
    syn_inst 5470 \
    path_class "input port to output pin" \
    die_w_um 303 \
    synth_seq_share 0 \
    wl_met1_um 67800 \
]
## layout by cell type (no fill, tap or decap), drive strengths merged, types with 36 or more instances in the layout
cell / Yosys / routed
nand2: 884 / 884
a21o: 36 / 36
ha: 307 / 307
a211oi: 38 / 38
nor2: 475 / 475
xor2: 63 / 63
mux2i: 50 / 50
o21ai: 149 / 149
clkdlybuf4s50: 0 / 70
fa: 1126 / 1126
a21oi: 195 / 195
buf: 105 / 190
inv: 1282 / 1283
xnor2: 53 / 53
## synthesized netlist by cell type, types with 10 or more instances
cell type / count
inv_1: 1274
fa_1: 1126
nand2_1: 884
nor2_1: 474
ha_1: 307
clkbuf_1: 226
a21oi_1: 192
o21ai_0: 139
buf_1: 83
xor2_1: 63
xnor2_1: 53
mux2i_1: 49
a21o_1: 36
a211oi_1: 34
nor3_1: 30
nand2b_1: 29
nand3_1: 29
a22oi_1: 27
a221oi_1: 24
a31oi_1: 19
and2_1: 19
clkinv_1: 19
o21a_1: 19
o211ai_1: 18
buf_2: 17
mux2_2: 17
mux4_2: 17
and3_1: 15
nor2b_1: 14
o22ai_1: 14
nor4_1: 13
o221ai_1: 13
nand4_1: 10
or3_1: 10
## worst max-delay path, delay by kind of cell
| kind | cells | cell delay (ns) |
|---|---|---|
| buffers and inverters | 10 | 3.09 |
| multiplexers | 1 | 0.32 |
| AND/OR/NAND/NOR | 3 | 0.65 |
| AND-OR/OR-AND | 7 | 1.46 |
| adder cells (fa/ha/maj) | 9 | 5.20 |
## cells by family after synthesis
logic type / count (synthesis)
compound gates: 644
xor+xnor: 116
fa+ha+maj: 1433
buf+inv: 1633
mux: 85
simple gates: 1559
## worst paths after layout
check / cells past startpoint / from / endpoint / slack, ns
worst min-delay path: 7 / b_in[5] / result_o[5] / 13.47
worst max-delay path: 30 / a_in[31] / result_o[28] / 7.53
## layer usage
metal | vias to the layer above | global-route usage
li1 | 16200 | -
met1 | 19400 | 0.622
met2 | 2072 | 0.646
met3 | 476 | 0.197
met4 | 12 | 0.209
met5 | - | 0.0166
## area by class of cell
class	count	area, um^2	area share
well taps	1165	1460	0.0307
multi-input cells	3837	39100	0.823
inverters	1301	4880	0.103
diodes	5	12.5	0.000264
repair buffers	260	2050	0.0433
## per-stage QoR
| step | cells |
|---|---|
| 2_1_floorplan | 5470 |
| 4_1_cts | 6563 |
| 6_report | 6568 |
| 3_3_place_gp | 6563 |
| 3_5_place_dp | 6563 |
| 5_1_grt | 6563 |
